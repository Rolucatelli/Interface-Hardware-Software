--- design/flow/config.mk ---
export PLATFORM = sky130hd
export DESIGN_NAME = processor
export DESIGN_NICKNAME = processor
export VERILOG_FILES = /design/flow/design.v
export SDC_FILE = /design/flow/constraint.sdc
export NUM_CORES = 4
export LEC_CHECK = 1
export CORE_UTILIZATION = 40
--- design/flow/constraint.sdc ---
current_design processor

set clk_period 8.7
set clk_io_pct 0.2

create_clock -name clk0 -period $clk_period [get_ports {clock}]

set non_clock_inputs [all_inputs -no_clocks]
set_input_delay [expr $clk_period * $clk_io_pct] -clock clk0 $non_clock_inputs
set_output_delay [expr $clk_period * $clk_io_pct] -clock clk0 [all_outputs]
--- design/flow/design.v ---
module counter (clock, clear, out);
	input clock, clear;
	output reg [1:0] out;
	always @(posedge clock) begin
		if(clear == 1)
			out <= 2'b00;
		else
			out <= out + 1'b1;
	end
endmodule
module multiplexador (i0, i1, i2, i3, i4, i5, i6, i7, iR, imediato, rSelect, immeSelect, select, out);
	input [15:0] i0, i1, i2, i3, i4, i5, i6, i7, iR;
	input [9:0] imediato;
	input [2:0] select;
	input rSelect, immeSelect;
	output reg [15:0] out;
	always @* begin
		if (immeSelect == 1) out = imediato;
		else if (rSelect == 1) out = iR;
		else case (select)
			3'b000: out = i0;
			3'b001: out = i1;
			3'b010: out = i2;
			3'b011: out = i3;
			3'b100: out = i4;
			3'b101: out = i5;
			3'b110: out = i6;
			3'b111: out = i7;
		endcase
	end
endmodule
module processor (clock, iin, resetn, bus);
	input [15:0] iin;
	input resetn, clock;
	output reg [15:0] bus;
	parameter LDI = 3'b101;
	parameter OUT = 3'b100;
	parameter REP = 3'b111;
	wire [15:0] outMulti, outR0, outR1, outR2, outR3, outR4, outR5, outR6, outR7, outRA, outRR, outULA;
	reg r0e, r1e, r2e, r3e, r4e, r5e, r6e, r7e, rAe, rRe, immeSelect, rSelect, clearCont;
	wire [1:0] cont;
	reg [2:0] opcode, op;
	registrador re0 (.in(outMulti), .enable(r0e), .clock(clock), .out(outR0));
	registrador re1 (.in(outMulti), .enable(r1e), .clock(clock), .out(outR1));
	registrador re2 (.in(outMulti), .enable(r2e), .clock(clock), .out(outR2));
	registrador re3 (.in(outMulti), .enable(r3e), .clock(clock), .out(outR3));
	registrador re4 (.in(outMulti), .enable(r4e), .clock(clock), .out(outR4));
	registrador re5 (.in(outMulti), .enable(r5e), .clock(clock), .out(outR5));
	registrador re6 (.in(outMulti), .enable(r6e), .clock(clock), .out(outR6));
	registrador re7 (.in(outMulti), .enable(r7e), .clock(clock), .out(outR7));
	registrador reA (.in(outMulti), .enable(rAe), .clock(clock), .out(outRA));
	registrador reR (.in(outULA), .enable(rRe), .clock(clock), .out(outRR));
	ula u1 (.rA(outRA), .b(outMulti), .opSelect(opcode), .rG(outULA));
	counter c1 (.clock(clock), .clear(clearCont), .out(cont));
	multiplexador m1 (.i0(outR0), .i1(outR1), .i2(outR2), .i3(outR3), .i4(outR4), .i5(outR5), .i6(outR6), .i7(outR7), .iR(outRR), 
						.imediato(iin[9:0]), .rSelect(rSelect), .immeSelect(immeSelect), .select(op), .out(outMulti));
	initial begin
		# 0 clearCont = 1;
	end
	always @(cont, resetn) begin
		case (cont)
			2'b00: begin
				clearCont = resetn;
				r0e = 0;
				r1e = 0;
				r2e = 0;
				r3e = 0;
				r4e = 0;
				r5e = 0;
				r6e = 0;
				r7e = 0;
				rSelect = 0;
				immeSelect = 0;
				opcode = iin[15:13];
				op = iin[12:10];
			end
			2'b01: begin
				rAe = 1;
			end
			2'b10: begin
				rAe = 0;
				if (opcode == LDI) begin 
					immeSelect = 1;
					rRe = 1;
				end
				else if (opcode[2] == 0) 
					begin 
						op = iin[09:07]; 
						rRe = 1; 
					end
				else if (opcode == REP) op = iin[09:07];
			end
			2'b11: begin
				rRe = 0;
				rSelect = 1;
				case (iin[12:10])
					3'b000: r0e = 1;
					3'b001: r1e = 1;
					3'b010: r2e = 1;
					3'b011: r3e = 1;
					3'b100: r4e = 1;
					3'b101: r5e = 1;
					3'b110: r6e = 1;
					3'b111: r7e = 1;
				endcase
				if (opcode == OUT) bus = outMulti;
				clearCont = 1;
			end
		endcase
	end
endmodule
module registrador(in, enable, clock, out);
	input [15:0] in;
	input enable, clock;
	output reg [15:0] out;
	initial out = 16'b0000000000000000;
	always @(negedge clock) begin
		if (enable == 1) out = in;
	end
endmodule
module ula (rA, b, opSelect, rG);
	input [15:0] rA, b;
	input [2:0] opSelect;
	output reg [15:0] rG;
	parameter REP = 3'b111;
	parameter LDI = 3'b101;
	parameter ADD = 3'b000;
	parameter SUB = 3'b001;
	parameter NAN = 3'b010;
	parameter OUT = 3'b100;
	always @* begin
		case (opSelect)
			ADD: rG = rA + b;
			SUB: rG = rA - b;
			NAN: rG = ~(rA & b);
			default: rG = rA;
		endcase
	end
endmodule
--- design/flow/run.sh ---
#!/bin/bash
# OpenROAD 26Q1-2900-gdf79404cd8, Yosys 0.63+post, stock flow scripts
make -C /OpenROAD-flow-scripts/flow DESIGN_CONFIG=/design/flow/config.mk WORK_HOME=/design/flow/orfs finish
==> out/summary.log <==
INFO  layout         layout_cells_sized_above_1=0.2062
INFO  setup_path     cp.required=4.53ns
INFO  sta            timing.max_slew.rel_slack=0.4012
INFO  logic_synthesis yosys_register_bits=197
INFO  layout         area_grow_syn2layout=30.85%
INFO  logic_synthesis post_synth_main_area_contributors=edfxtp_1, dlxtn_1, ha_1
INFO  die            chipHeight=147.5um
INFO  logic_synthesis top_cell=edfxtp_1
INFO  setup_path     setup.worst_path.start_class=input pin
INFO  cts            htree_levels=4
INFO  sta            untimed_endpoints=211
INFO  routing        vias_per_cell=5.218
INFO  placed_design  detailed_place.area=0.009593mm2
INFO  die            initCoreUtil=0.4134
INFO  routing        routed-via-count=6319
INFO  logic_synthesis dominantRegCellSynth=edfxtp_1
INFO  setup_path     reg2reg_to=reR.out[15]
INFO  setup_path     worst-endpoint-arrival=4.55ns
INFO  hold_path      min_delay_worst_endpoint=c1.out[0]
INFO  sta            finalHoldWorstSlack=0.4700ns
INFO  sta            timing.final.hold_violations=0
INFO  sta            fin_tns_setup=-0.01845ns
INFO  sta            worst_pin_slew=0.8982ns
INFO  routing        route.antenna.diode_count=0
INFO  placed_design  place.detailed.instances=999
INFO  cts            cts_tree=built
INFO  die            die-area=0.02177mm2
INFO  sta            report.final.setup_viol=1
INFO  logic_synthesis synthDistinctLibCells=71
INFO  setup_path     regToRegStartpoint=re4.out[4]
INFO  placed_design  gp_routability_congestion=0.8859
INFO  logic_synthesis yosysCellCount=659
INFO  setup_path     setup.reg_to_reg.worst_slack=4.66ns
INFO  logic_synthesis synth_async_sr_flop_share=0
INFO  logic_synthesis netlist_instances=659
INFO  global_routing grt_max_degree=50
INFO  global_routing first_global_vias=6574
INFO  die            fp.dieW=147.5um
INFO  logic_synthesis post_synth_edffs=160
INFO  status         run_status=finished, violations left
INFO  logic_synthesis ys_chip_area=0.008473mm2
INFO  routing        ant_nets=0
INFO  hold_path      min_delay_path_depth=1
INFO  routing        post-route-drc-count=0
INFO  hold_path      min_from=c1.out[0]
INFO  global_routing grt.total_usage=0.2136
INFO  status         violated_checks=setup timing
INFO  die            num_io_pins=34
INFO  logic_synthesis ys.warnings.count=5
INFO  sta            layout_setup_ws=-0.01845ns
INFO  setup_path     worstSetupPathType=input pin to flop
INFO  cts            cts_hold_buf=0
INFO  sta            unclocked_regs=35
INFO  sta            post_route_clock_skew=0.02623ns
INFO  placed_design  portBuffers=33
INFO  power_and_ir_drop power_leakage=4.723nW
INFO  logic_synthesis synthDominantAreaCellType=edfxtp_1
INFO  cts            cts_buffers=17
INFO  logic_synthesis syn-cell-area=0.008473mm2
INFO  routing        routedWlPerCell=17.09um
INFO  logic_synthesis post-synth-top-area-fraction=0.5670
INFO  layout         layoutNonFillerInstCount=1211
INFO  cts            clk_path_buf_depth=2
INFO  die            rows=52
INFO  cts            clock.latency.late_pin=0.47ns
INFO  global_routing grt_first_pass_wirelength=33360um
INFO  layout         finish.utilization=0.5410
INFO  cts            clk_pin_slew_worst_paths=0.07ns
INFO  sta            slew_violations=0
INFO  run            timing.max_cap.violations=0
INFO  logic_synthesis synthTopCellsByCount=edfxtp_1, nor2_1, a21oi_1, dlxtn_1, o21ai_0
INFO  layout         post-route-cell-area=0.01109mm2
INFO  run            openroad.warnings=193
INFO  power_and_ir_drop powerDensity=199.8mW/mm2
INFO  cts            cts_root_buffer=clkbuf_16
INFO  sta            rsz0062_at_grt=true
INFO  setup_path     crit_path_end_kind=flop
INFO  setup_path     worst-path-max-fanout=7
INFO  routing        wl=20700um
INFO  global_routing number_of_antenna_violations_at_the_first_check_in_global_routing=0
INFO  die            core-area=0.02049mm2
INFO  placed_design  dpl_hpwl=13100um
INFO  power_and_ir_drop peak_supply_drop=0.1436mV
INFO  hold_path      worstHoldPathType=flop to flop
INFO  routing        drt-pass1-iter-count=5
INFO  global_routing overall_overflow_remaining_after_global_route=0
INFO  logic_synthesis synth.avg_cell_area=12.86um2
INFO  routing        detail_route.iter0.violations=376
INFO  setup_path     r2r_cells=16
==> worst max-delay path, stage by stage <==
cell and delay (ns):
buf_6 0.09, a22oi_2 0.16, nand2_2 0.11, buf_4 0.15, buf_4 0.16, nor2_4 0.11
a21oi_2 0.06, xnor2_1 0.17, ha_1 0.26, or2_1 0.26, o311ai_2 0.08, a21oi_2 0.08
o311a_4 0.39, a221o_1 0.34, xnor2_1 0.16, xnor2_1 0.13, a21oi_1 0.08
==> power by group <==
group	switching [mW]	total (mW)	internal, mW
combinational	0.133	0.258	0.125
clock	0.523	1.03	0.510
sequential	0.0168	0.923	0.907
total	0.673	2.21	1.54
==> worst max path at each step <==
stage,from,to,slack [ns],cells past startpoint
finish,iin[3],reR.out[15],-0.02,17
global route,iin[4],reR.out[15],-0.16,16
CTS,iin[3],reR.out[11],-0.02,14
==> cells by family after synthesis <==
| family | count (synthesis) | share of synthesized area |
|---|---|---|
| adders and majority gates | 23 | 0.03485 |
| xor gates and xnor gates | 24 | 0.02481 |
| buffers and inverters | 57 | 0.03234 |
| latches | 35 | 0.06202 |
| AOI/OAI and AO/OA | 181 | 0.1446 |
| DFF | 162 | 0.5718 |
| and+or+nand+nor | 147 | 0.08757 |
| muxes | 30 | 0.04208 |
==> state kept, by name, summed over array words and instances, names as in the netlist, 2 cells and up <==
signal / count
re6.out: 16
re5.out: 16
bus: 16
re3.out: 16
re0.out: 16
re2.out: 16
op: 3
reA.out: 16
opcode: 3
c1.out: 2
re4.out: 16
re7.out: 16
reR.out: 16
re1.out: 16
==> metrics by stage <==
stage | setup slack, ns | power (mW)
final | -0.01845 | 2.215
after global routing | -0.1639 | 2.365
after global placement | -0.8427 | 1.273
after floorplan | -0.2431 | 1.181
after detailed placement | -0.8865 | 1.277
after CTS | -0.01899 | 2.235
==> cell usage in the layout, fill, tap and decap left out, types with 4 or more instances in the layout <==
cell | synthesis | layout
dlxtp_1 | 4 | 4
a21oi_1 | 37 | 31
clkdlybuf4s50_1 | 0 | 23
o21ai_1 | 14 | 11
ha_1 | 22 | 21
o21ai_0 | 30 | 27
nor2b_1 | 8 | 7
a21oi_2 | 0 | 5
buf_4 | 5 | 87
edfxtp_1 | 160 | 160
nand3b_1 | 5 | 5
inv_1 | 22 | 179
o21ai_2 | 5 | 8
mux2i_1 | 21 | 21
dlxtn_1 | 31 | 29
mux4_2 | 4 | 4
inv_8 | 0 | 6
a22oi_2 | 0 | 8
nand2b_1 | 11 | 11
a211oi_1 | 14 | 13
a31oi_1 | 8 | 8
xor2_1 | 7 | 6
nor3_1 | 14 | 12
a22oi_1 | 13 | 5
o221ai_1 | 8 | 8
nor2_1 | 44 | 42
buf_6 | 4 | 8
o211ai_1 | 4 | 4
xnor2_1 | 17 | 17
nand2_1 | 27 | 26
nand3_1 | 17 | 16
o22a_1 | 4 | 4
inv_2 | 2 | 4
clkbuf_16 | 0 | 17
o21a_1 | 8 | 8
==> routing by layer <==
layer,vias to the layer above,routed length (um),GRT usage
met5,-,0,0
met4,0,168,0.05464
met3,14,1821,0.1065
met2,226,10080,0.3146
met1,3020,8627,0.2984
li1,3059,-,-
==> final cells by class <==
type	count	area (um2)
Clock buffer	17	425.4
Clock inverter	175	773.2
Fill cell	1661	9408
Inverter	23	88.84
Multi-Input combinational cell	405	3070
Sequential cell	197	5373
Tap cell	270	337.8
Timing Repair Buffer	124	1018
==> what timing repair did <==
action                                 4_1_cts  5_1_grt
endpoints found under the hold margin        0        0
setup endpoints to repair                    8        6
setup buffers                               17        5
resized                                     52       17
pin swaps                                   31       37
No activity file was given, so power comes from the tool's default toggle rates.
